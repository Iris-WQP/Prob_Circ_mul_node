--- ./run.sh ---
#!/bin/bash
# OpenROAD 26Q1-2900-gdf79404cd8, Yosys 0.63+post, stock flow scripts
make -C /OpenROAD-flow-scripts/flow DESIGN_CONFIG=/design/flow/config.mk WORK_HOME=/design/flow/orfs finish
--- ./design.v ---
`timescale 1ns / 1ps
module mul_3_stage_pipe_bf16(
        input [31:0] input_mul,           
        input input_mul_stb,  
        output reg s_input_mul_ack,        
        input clk,
        input rst,
        output reg [15:0] z,
        output s_output_z_stb       
        ,
        output [15:0] mul_men,
        output [7:0] a_mm,
        output [7:0] b_mm,
        output [9:0] z_ee
        );
  reg       [7:0] a_m, b_m, z_m;  
  reg       [9:0] a_e, b_e, z_e;  
  reg       z_s, a_s, b_s;
  reg       guard;
  wire      sticky;
  wire      new_sticky;
  reg       [6:0] sticky_judge;
  reg       z_finish;
  assign sticky = (sticky_judge != 0);
  assign new_sticky = (sticky_judge[5:0] != 0);
  assign mul_men = {z_m,guard,sticky_judge};
  assign a_mm = a_m;
  assign b_mm = b_m;
  assign z_ee = z_e;
  wire      stage1_valid;
  reg       stage2_valid;
  reg       stage3_valid;       
  assign stage1_valid = input_mul_stb;
  assign s_output_z_stb = stage3_valid; 
   always @(posedge clk)
        begin
          s_input_mul_ack <= 1;
          z_finish <= 0;
          if (input_mul_stb) begin
              a_m <= {1'b1,input_mul[(6+16):16]};
              b_m <= {1'b1,input_mul[6:0]};  
              a_e <= input_mul[(14+16):(7+16)] - 127;
              b_e <= input_mul[14:7] - 127;
              a_s <= input_mul[15+16];
              b_s <= input_mul[15];
              s_input_mul_ack <= 0;
        end
        if ((a_e == 128 && a_m[6:0] != 0) || (b_e == 128 && b_m[6:0] != 0)) begin
          z_s <= 1;
          z_e <= 255;
          z_m[6] <= 1;
          z_m[5:0] <= 0;
          z_finish <= 1;
        end else if (a_e == 128) begin
          z_s <= a_s ^ b_s;
          z_e <= 255;
          z_m[6:0] <= 0;
          z_finish <= 1;
          if (($signed(b_e) == -127) && (b_m[6:0] == 0)) begin
            z_s <= 1;
            z_e <= 255;
            z_m[6] <= 1;
            z_m[5:0] <= 0;
          end
          z_finish <= 1;
        end else if (b_e == 128) begin
          z_s <= a_s ^ b_s;
          z_e <= 255;
          z_m[6:0] <= 0;
          if (($signed(a_e) == -127) && (a_m[6:0] == 0)) begin
            z_s <= 1;
            z_e <= 255;
            z_m[6] <= 1;
            z_m[5:0] <= 0;
          end
          z_finish <= 1;
        end else if (($signed(a_e) == -127)) begin
          z_s <= a_s ^ b_s;
          z_e <= 0;
          z_m[6:0] <= 0;
          z_finish <= 1;
        end else if (($signed(b_e) == -127) ) begin
          z_s <= a_s ^ b_s;
          z_e <= 0;
          z_m[6:0] <= 0;
          z_finish <= 1;
        end else begin
          z_s <= a_s ^ b_s;
          z_e <= a_e + b_e + 1;         
          {z_m,guard,sticky_judge} <= a_m * b_m;
        end
      z [15] <= z_s;
      if(z_finish==0)begin    
        if ($signed(z_e) < -125) begin  
          z[14:0] <= 15'd0;
        end else if ($signed(z_e) > 126)begin
          z[14:0] <= 15'b111111110000000;
        end else if (z_m[7] == 0) begin  
          if (sticky_judge[6] & (new_sticky | guard)) begin  
            z[6:0] <= {z_m[5:0], guard} + 1;
              if ({z_m[5:0], guard} == 8'hff) begin
                z[14:7] <= z_e + 1 + 126;
              end else begin
                z[14:7] <= z_e + 126;
              end
          end else begin
          z[6:0] <= {z_m[5:0], guard};
          z[14:7] <= z_e + 126;
          end
        end else begin
          if (guard && (sticky | z_m[0])) begin  
          z[6:0] <= z_m + 1;     
             if (z_m == 8'hff) begin 
                z[14:7] <= z_e + 1 + 127; 
             end else begin
                z[14:7] <= z_e + 127; 
             end           
          end else begin
          z[6:0] <= z_m;  
          z[14:7] <= z_e + 127; 
          end
        end
      end
      else begin 
         z[6:0]  <= z_m[6:0];
         z[14:7] <= z_e;
      end
     if (rst == 1) begin
      s_input_mul_ack <= 1'b0;
      stage2_valid <= 1'b0;
      stage3_valid <= 1'b0;
     end else begin
        stage2_valid <= stage1_valid;
        stage3_valid <= stage2_valid;
     end
end
endmodule
`timescale 1ns / 1ps
module mul_tree_bf16_2623mode(
        input clk,
        input rst,
        input [(4*32-1):0] mul_ins, 
        input mul_stb,
        input [1:0] mode,
        output reg [(4*16-1):0] outputs,
        output reg [3:0] final_output_stbs_1
    );
  parameter 
            two_in     = 2'd0,
            three_in   = 2'd1,  
            four_in    = 2'd2, 
            six_in     = 2'd3;  
 reg [3:0] final_output_stbs;
wire [31:0] input_apply [6:0];
wire [6:0] org_output_stbs;
wire [15:0] org_outputs [6:0]; 
wire  mul_stbs [6:0];
reg mul_stbs_0_1_2_3;
reg mul_stbs_4_5;
reg mul_stbs_6;
assign mul_stbs[0] = mul_stbs_0_1_2_3;
assign mul_stbs[1] = mul_stbs_0_1_2_3;
assign mul_stbs[2] = mul_stbs_0_1_2_3;
assign mul_stbs[3] = mul_stbs_0_1_2_3;
assign mul_stbs[4] = mul_stbs_4_5;
assign mul_stbs[5] = mul_stbs_4_5;
assign mul_stbs[6] = mul_stbs_6;
always@(posedge clk)begin
    mul_stbs_0_1_2_3 <= mul_stb;
    mul_stbs_4_5 <= org_output_stbs[0];
    mul_stbs_6 <= org_output_stbs[4];
    final_output_stbs_1 <= final_output_stbs;
end
assign input_apply[0] = mul_ins[31:0];
assign input_apply[1][15:0] = mul_ins[(1*32+16-1):1*32];
assign input_apply[1][31:16] = (mode==three_in)? 16'b0011111110000000:mul_ins[(2*32-1):(32+16)];
assign input_apply[2] = mul_ins[(3*32-1):2*32];
assign input_apply[3][15:0] = mul_ins[(3*32+16-1):3*32];
assign input_apply[3][31:16] = (mode==three_in)?16'b0011111110000000:mul_ins[(4*32-1):(3*32+16)];
assign input_apply[4][15:0] = org_outputs[0];
assign input_apply[4][31:16] = org_outputs[1];
assign input_apply[5][15:0] = org_outputs[2];
assign input_apply[5][31:16] = (mode==six_in)?16'b0011111110000000:org_outputs[3];
assign input_apply[6][15:0] = (mode==three_in)?mul_ins[(2*32-1):(32+16)]:org_outputs[4];
assign input_apply[6][31:16] = (mode==three_in)?mul_ins[(4*32-1):(3*32+16)]:org_outputs[5];
always @(*)   begin     
     if (mode==two_in)begin 
         final_output_stbs = org_output_stbs[3:0];
         outputs = {org_outputs[3], org_outputs[2], org_outputs[1], org_outputs[0]};
     end else if (mode==four_in) begin
         final_output_stbs = {2'b00,org_output_stbs[5:4]};
         outputs = {32'd0, org_outputs[5], org_outputs[4]};
     end else if (mode==three_in) begin    
         final_output_stbs = {1'b00,org_output_stbs[6:4]};
         outputs = {16'd0,org_outputs[6], org_outputs[5], org_outputs[4]};     
     end else if (mode==six_in) begin
         final_output_stbs = {2'b00,org_output_stbs[3],org_output_stbs[6]};
         outputs = {32'd0, org_outputs[3],org_outputs[6]};
     end
end
genvar n;
generate   
    for(n=0;n<7;n=n+1)
    begin:dut
        mul_3_stage_pipe_bf16 u_mul_3_stage_pipe_bf16
(
        .input_mul(input_apply[n]),           
        .input_mul_stb(mul_stbs[n]),  
        .s_input_mul_ack(),         
        .clk(clk),
        .rst(rst),
        .z(org_outputs[n]),
        .s_output_z_stb(org_output_stbs[n])       
);
    end
endgenerate
endmodule
--- ./constraint.sdc ---
current_design mul_tree_bf16_2623mode

set clk_period 6.9
set clk_io_pct 0.2

create_clock -name clk0 -period $clk_period [get_ports {clk}]

set non_clock_inputs [all_inputs -no_clocks]
set_input_delay [expr $clk_period * $clk_io_pct] -clock clk0 $non_clock_inputs
set_output_delay [expr $clk_period * $clk_io_pct] -clock clk0 [all_outputs]
--- ./config.mk ---
export PLATFORM = sky130hd
export DESIGN_NAME = mul_tree_bf16_2623mode
export DESIGN_NICKNAME = mul_tree_bf16_2623mode
export VERILOG_FILES = /design/flow/design.v
export SDC_FILE = /design/flow/constraint.sdc
export NUM_CORES = 4
export LEC_CHECK = 1
export CORE_UTILIZATION = 50
==> summary.txt <==
impl run done, here's what came out: Tot GR Track Use 26.8%, iteration tally of the first detailed-router pass 7, hold-fix buffers at CTS 0, I/O Buffers 200, Max Root-Sink Buffers 3, setup TNS 0 ns, DRT antenna net count 0, Synthesized registers 627, Mapped Cells 4514, synthesized area 43000 µm², P_leak 21.1 nW, critical path type input port to primary output, distinct lib cells 88, full die area 87200 µm², FF+latch area 15200 µm², postcts setup bufs 0, Top cells excl fill/tap 568 x inv_1, 371 x ha_1, 343 x nand2_1, CTS buffer count 68, Fin. Hold Viols 0, maximum VDD drop 0.264 mV, register pins left without a clock 68, grt met2 use 41.5%, gpl congestion 0.948, Detailed Place HPWL 84300 µm, initial antenna violation count 16, post-cts sizing count 0, clock root cell clkbuf_16, DRT Wirelength 106000 µm, Residual DRC 0, grt met1 use 40.5%, flop-to-flop setup slack 2.06 ns, busiest grt layer met2, Crit Path Max Fanout 71, htree depth 3, Avg WL per Cell 17.8 µm, DP Worst Slack 1.37 ns, die y size 295 µm, CTS tree yes, Final Non-Filler Cells 5954, IO Count 201, fin crit period 5.53 ns, Dominant flop cell edfxtp_1, first-pass GRT wire length 171000 µm, core area 85100 µm², synthesis-to-layout area growth 13.2%, Final Util 57.2%, CP endpoint kind primary output, pin count of the biggest net entering global routing 72, Final Cycle Share 80.2%, PD cells 329 nW/µm², Worst-path clk slew 0.06 ns, worst min path class register to register, RSZ-0062 raised after global routing no, Iter 0 DRT Violations 1571, Critical Path AT 4.15 ns, outcome complete, no violations, Yosys Instances 4514, Skew-Pair Late Insertion Delay 0.63 ns, placed cells 5826, Slew @ Worst Pin 0.928 ns, Max-slew headroom 38.1%, Mean Syn Cell Area 9.53 µm², Max Cap Viol 0, layout cells sized above 1 3.60%, Fill cells 7431, Rows 107, die width 295 µm, endpoints left unconstrained 68, final worst slack 1.37 ns, Setup-failing EPs final 0, Vias/cell 5.33, tool warnings 53, Congestion Overflow GR 0, flip-flops with a built-in enable 301, Total Power 16.0 mW, fin. max-slew vios 0, starting density of the core 50.5%, met3 global-route usage 6.88%, Min Hold Slack 0.326 ns, Vias 31800, Fmax 181 MHz, vias in the first global route 31300, placed cell area 46400 µm², yosys synthesis chip area 43000 µm², Comb area 25500 µm², Synth Warn # 2, Post-synth ARST share 0%, Clock Skews 0.0266 ns, most numerous logic cell after layout inv_1, CP startpoint kind input port, Critical Path RT 5.52 ns, fin area 48700 µm²
-- routing by layer --
layer	part of all wire (%)	vias up
li1	-	15900
met1	44	14900
met2	46	728
met3	6.9	152
met4	2.4	16
met5	0.10	-
-- synthesized netlist by cell type, types with 104 or more instances --
master    number  area [µm²]
nand2_1      343        1290
and2_1       264        1650
a21oi_1      188         941
inv_1        568        2130
clkbuf_1     104         390
o21ai_0      230        1150
ha_1         371        4640
fa_1         259        5180
xnor2_1      143        1250
nor2_1       303        1140
edfxtp_1     301        9040
dfxtp_1      258        5160
-- report_power, final --
part           internal (mW)  leakage [nW]  switching [mW]
logic                   2.94          14.3            3.55
registers               4.54          5.65            1.36
clock network           2.13          1.12            1.52
total                   9.61          21.1            6.43
-- path summary, 6_finish.rpt --
kind / endpoint / startpoint / cells after the start
worst max-delay path: outputs[13] / mode[1] / 6
worst min-delay path: dut[0].u_mul_3_stage_pipe_bf16.z[15] / dut[0].u_mul_3_stage_pipe_bf16.z_s / 0
worst max register to register: dut[4].u_mul_3_stage_pipe_bf16.z_m[7] / dut[4].u_mul_3_stage_pipe_bf16.b_m[6] / 16
worst min register to register: dut[0].u_mul_3_stage_pipe_bf16.z[15] / dut[0].u_mul_3_stage_pipe_bf16.z_s / 0
-- flip-flops by register name, summed over array words and instances (netlist names) --
register / count
dut.u_mul_3_stage_pipe_bf16.b_e: 63
dut.u_mul_3_stage_pipe_bf16.b_m: 49
dut.u_mul_3_stage_pipe_bf16.z_m: 56
outputs: 64
dut.u_mul_3_stage_pipe_bf16.sticky_judge: 49
dut.u_mul_3_stage_pipe_bf16.b_s: 7
dut.u_mul_3_stage_pipe_bf16.stage3_valid: 3
mul_stbs_0_1_2_3: 1
mul_stbs_4_5: 1
dut.u_mul_3_stage_pipe_bf16.a_e: 63
dut.u_mul_3_stage_pipe_bf16.z_s: 7
dut.u_mul_3_stage_pipe_bf16.guard: 7
dut.u_mul_3_stage_pipe_bf16.a_s: 7
dut.u_mul_3_stage_pipe_bf16.z_finish: 7
final_output_stbs: 4
final_output_stbs_1: 4
mul_stbs_6: 1
dut.u_mul_3_stage_pipe_bf16.a_m: 49
dut.u_mul_3_stage_pipe_bf16.z: 112
dut.u_mul_3_stage_pipe_bf16.stage2_valid: 3
dut.u_mul_3_stage_pipe_bf16.z_e: 70
-- cell families after synthesis --
logic type / count (synthesis) / synth area share, %
simple gates: 1410 / 16.5
compound gates: 850 / 12.7
buf+inv: 688 / 6.03
fa+ha+maj: 630 / 22.8
flops: 559 / 33.0
xor+xnor: 227 / 4.62
mux: 81 / 1.90
latches: 68 / 2.37
other cells: 1 / 0.00872
-- final cells by class --
type | count | area share [%]
clock inverters | 43 | 0.943
diodes | 3 | 0.0154
clock buffers | 82 | 3.77
inverters | 571 | 4.40
well taps | 1144 | 2.94
multi-input cells | 3266 | 52.3
flip-flops and latches | 627 | 31.3
repair buffers | 218 | 4.38
-- worst max-delay path, stage by stage --
cell,delay (ns)
buf_4,0.45
buf_4,0.74
mux2i_1,0.16
a21oi_1,0.50
dlxtn_1,0.39
clkdlybuf4s50_1,0.44
Power and IR drop assume default switching activity.
